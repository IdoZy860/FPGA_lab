==> design.v <==
`timescale 1ns/10ps
module CSA(a, b, ci, sum, co);
    parameter N=4;
    parameter K = N >> 1;  
    input [N-1:0] a;
    input [N-1:0] b;
    input ci;
    output [N-1:0] sum;
    output co;
    generate
        if (N==1) begin: base   
            FA myFA(
                .a(a[0]), .b(b[0]), .ci(ci), .sum(sum[0]), .co(co));
           end
         else begin: rec_step
	       localparam N_HIGH = N - K;    
	       wire co_low;  
	       wire [N_HIGH-1:0] sum_high_0, sum_high_1;
	       wire co_high_0, co_high_1;
	       CSA #(.N(K)) low_half (
	           .a(a[K-1:0]),
	           .b(b[K-1:0]),
	           .ci(ci),
	           .sum(sum[K-1:0]),
	           .co(co_low)
	           );
	       CSA #(.N(N_HIGH)) high_half_zerocase (
	           .a(a[N-1:K]),
	           .b(b[N-1:K]),
	           .ci(1'b0),  
	           .sum(sum_high_0),
	           .co(co_high_0)
	           );
	       CSA #(.N(N_HIGH)) high_half_onecase (
	           .a(a[N-1:K]),
	           .b(b[N-1:K]),
	           .ci(1'b1),  
	           .sum(sum_high_1),
	           .co(co_high_1)
	           ); 
	        assign sum[N-1:K] = co_low ? sum_high_1 : sum_high_0;
	        assign co = co_low ? co_high_1 : co_high_0;
           end
           endgenerate
endmodule
`timescale 1ns/10ps
module Counter(clk, init_regs, count_enabled, time_reading);
   parameter CLK_FREQ = 100000000;  
   input clk, init_regs, count_enabled;
   output [7:0] time_reading;
   reg [$clog2(CLK_FREQ)-1:0] clk_cnt;
   localparam ONES_WIDTH = 4;   
   localparam TENS_WIDTH = 3;   
   reg [ONES_WIDTH-1:0] ones_seconds;     
   reg [TENS_WIDTH-1:0] tens_seconds;     
   wire [ONES_WIDTH-1:0] ones_next;
   wire [TENS_WIDTH-1:0] tens_next;
   wire ones_co;
   wire tens_co;
   wire one_second_enable;
   Lim_Inc #(.L(10)) ones_inc (
       .a(ones_seconds),
       .ci(one_second_enable && count_enabled),
       .sum(ones_next),
       .co(ones_co)
   );
   Lim_Inc #(.L(6)) tens_inc (
       .a(tens_seconds),
       .ci(one_second_enable && count_enabled && ones_co),
       .sum(tens_next),
       .co(tens_co)
   );
   assign one_second_enable = (clk_cnt == CLK_FREQ - 1);
   assign time_reading = {
       {1'b0, tens_seconds},   
       ones_seconds             
   };
   always @(posedge clk)
     begin
        if (init_regs) begin
            clk_cnt <= 0;
            ones_seconds <= 0;
            tens_seconds <= 0;
        end else begin
            if (count_enabled) begin
                if (one_second_enable) begin
                    clk_cnt <= 0;  
                end else begin
                    clk_cnt <= clk_cnt + 1;  
                end
            end
            if (one_second_enable && count_enabled) begin
                ones_seconds <= ones_next;
                tens_seconds <= tens_next;
            end
        end
     end
endmodule
`timescale 1ns/10ps
module FA(a, b, ci, sum, co);
  input   a, b, ci;
  output  sum, co;
  assign sum = a ^ b ^ ci;
  assign co = (a & b) | (a & ci) | (b & ci);
endmodule
`timescale 1ns/10ps
module Lim_Inc(a, ci, sum, co);
    parameter L = 7;  
    localparam N = $clog2(L);   
    input [N-1:0] a;
    input ci;
    output [N-1:0] sum;
    output co;
    wire [N-1:0] sum_temp;
    wire co_temp;
    wire [N-1:0] b_const = {N{1'b0}};
    CSA #(.N(N)) csa_inst (
        .a(a),
        .b(b_const),   
        .ci(ci),
        .sum(sum_temp),
        .co(co_temp)
    );
    wire result_ge_L;
    wire [N:0] full_result = {co_temp, sum_temp};
    assign result_ge_L = (full_result >= L);
    assign sum = result_ge_L ? {N{1'b0}} : sum_temp;
    assign co = result_ge_L;
endmodule
==> run.sh <==
#!/bin/bash
# OpenROAD 26Q1-2900-gdf79404cd8, Yosys 0.63+post, stock flow scripts
make -C /OpenROAD-flow-scripts/flow DESIGN_CONFIG=/design/flow/config.mk WORK_HOME=/design/flow/orfs finish
==> config.mk <==
export PLATFORM = sky130hd
export DESIGN_NAME = Counter
export DESIGN_NICKNAME = Counter
export VERILOG_FILES = /design/flow/design.v
export SDC_FILE = /design/flow/constraint.sdc
export NUM_CORES = 4
export LEC_CHECK = 1
export CORE_UTILIZATION = 30
export SYNTH_HDL_FRONTEND = slang
==> constraint.sdc <==
current_design Counter

set clk_period 3.8
set clk_io_pct 0.2

create_clock -name clk0 -period $clk_period [get_ports {clk}]

set non_clock_inputs [all_inputs -no_clocks]
set_input_delay [expr $clk_period * $clk_io_pct] -clock clk0 $non_clock_inputs
set_output_delay [expr $clk_period * $clk_io_pct] -clock clk0 [all_outputs]
==> results.sh <==
# physical design summary
export IMPL_reg2reg_depth=13
export IMPL_critPathKind="in2reg"
export IMPL_combPwrFrac=0.024
export IMPL_vias=1540
export IMPL_drive_gt1_frac=0.120
export IMPL_drv_cap=0
export IMPL_p_per_area_nw_per_um2=335
export IMPL_post_cts_resized=0
export IMPL_synth_area_um2=1910
export IMPL_ant_nets=0
export IMPL_clock_skew_ns=0.00825
export IMPL_crit_start="count_enabled"
export IMPL_setup_worst_path_start_class="input port"
export IMPL_path_max_fanout=5
export IMPL_io_pins=11
export IMPL_ys_warn_count=0
export IMPL_grt_pass1_vias=1417
export IMPL_end_kind="flip-flop"
export IMPL_ys_flop_type="dfxtp_1"
export IMPL_cts_sinks=34
export IMPL_row_count=28
export IMPL_grt_util_all_layers=0.129
export IMPL_hold_class="reg2reg"
export IMPL_p_sw_frac=0.203
export IMPL_cts_buffers=5
export IMPL_insertion_delay_ns=0.29
export IMPL_total_power_uw=704
export IMPL_maxSlewHeadroom=0.628
export IMPL_endpoint="tens_seconds[1]"
export IMPL_yosys_stat_cells=213
export IMPL_cts_root_buf="clkbuf_8"
export IMPL_hold_violations=0
export IMPL_fin_tns_setup_ns=0
export IMPL_post_route_min_period_ns=3.24
export IMPL_dpl_cell_area_um2=1990
export IMPL_postSynthSeqShare=0.357
export IMPL_ys_area_um2=1910
export IMPL_lay_top_cells="dfxtp_1, a21oi_1, nor2_1"
export IMPL_topCellsByArea="dfxtp_1, a21oi_1, buf_4, xor2_1, ha_1"
export IMPL_cts_tree="built"
export IMPL_worst_slack_ns=0.559
export IMPL_dieArea_um2=6670
export IMPL_ctsHoldBuffers=0
export IMPL_layout_top_cell="dfxtp_1"
export IMPL_r2r_slack_ns=0.84
export IMPL_drc=0
export IMPL_synthArstFlopShare=0
export IMPL_finalMaxSlewViolations=0
export IMPL_drt_total_wl_um=3740
export IMPL_coreArea_um2=6030
export IMPL_grt_max_degree=21
export IMPL_rsz0062_at_grt="false"
export IMPL_synth_cells=213
export IMPL_regArea_um2=681
export IMPL_num_fill_cells=621
export IMPL_combGateArea_um2=1070
export IMPL_die_h_um=81.7
export IMPL_synth_seq_cells=34
export IMPL_regToRegStartpoint="clk_cnt[20]"
export IMPL_die_x_um=81.7
export IMPL_intPower_uw=561
export IMPL_log_warning_count=25
export IMPL_clk_pin_slew_ns=0.07
export IMPL_post_drt_wl_per_cell_um=12.8
export IMPL_synthToLayoutAreaGrowth_pct=10.2
export IMPL_report_final_setup_viol=0
export IMPL_viasPerCell=5.27
export IMPL_place_ws_ns=0.256
export IMPL_top_area_frac=0.357
export IMPL_grt_pass1_wl_um=6640
export IMPL_gp_congestion=0.836
export IMPL_p_leak_uw=0.000705
export IMPL_r2r_end="tens_seconds[1]"
export IMPL_postCtsSetupBuffers=0
export IMPL_edf_count=0
export IMPL_firstDrtPassIters=4
export IMPL_clkPwrFrac=0.465
export IMPL_switchingPower_uw=143
export IMPL_antennaDiodeCount=0
export IMPL_cp_required_ns=3.98
export IMPL_drt_iter0_markers=101
export IMPL_grt_overflow_total=0
export IMPL_hpwl_um=2480
export IMPL_synth_area_per_cell_um2=8.95
export IMPL_irDropWorstVdd_v=0.000132
export IMPL_ys_types=48
export IMPL_layout_worst_path_cycle_share=0.853
export IMPL_clk_path_buf_depth=2
export IMPL_htreeDepth=2
export IMPL_fmax_mhz=309
export IMPL_io_buffers=9
export IMPL_antenna_found_initial=0
export IMPL_seq_power_share=0.511
export IMPL_fp_util=0.316
export IMPL_worstPathArrival_ns=3.43
export IMPL_hold_ws_ns=0.489
export IMPL_largest_area_cell="dfxtp_1"
export IMPL_stdcell_area_um2=2100
export IMPL_outcome="complete, no violations"
export IMPL_worst_slew_pin_transition_ns=0.556
worst max-delay path: stages:
cell and delay, ns:
clkdlybuf4s50_1 0.48, and4_4 0.25, and4_1 0.21, nand2_1 0.08, inv_2 0.06, ha_1 0.13
ha_1 0.25, o21a_1 0.18, nor2_1 0.15, nor3_1 0.08, ha_1 0.23, nor3b_1 0.16
and3_1 0.17, o221a_1 0.22
logic make-up after synthesis:
group	Yosys count	synth area share
AND/OR/NAND/NOR	84	0.284
AND-OR/OR-AND	53	0.179
flip-flops	34	0.357
buffers and inverters	23	0.0821
XOR/XNOR	11	0.0506
adder cells (fa/ha/maj)	6	0.0394
other	1	0.00197
multiplexers	1	0.00525
power groups by stage:
stage | sequential, uW | clock, uW | combinational (uW)
4_1_cts | 360 | 340 | 17.2
5_1_grt | 360 | 358 | 19.5
6_report | 360 | 327 | 16.7
through the flow:
stage	utilization	cells
after floorplan	-	213
final	0.348	292
after global routing	0.348	292
after detailed placement	0.331	284
after global placement	0.331	284
after CTS	0.348	292
area by class of cell:
type,count,share of cell area
Inverter,4,0.00715
Sequential cell,34,0.324
Clock buffer,7,0.0364
Clock inverter,1,0.0143
Tap cell,75,0.0447
Timing Repair Buffer,15,0.0644
Multi-Input combinational cell,156,0.509
routing by layer:
metal  up-vias  wire length, um  track usage
li1        806                -            -
met1       694             1910        0.205
met2        38             1610        0.189
met3         2              187       0.0203
met4         0               32       0.0193
met5         -                0            0
cells in the mapped netlist, types with 3 or more instances:
cell type and instances:
a21oi_1 18, and3_1 3, and4_1 6, buf_4 12, buf_6 3, dfxtp_1 34, ha_1 6, inv_1 3
nand2_1 10, nand3_1 7, nand4_1 10, nor2_1 16, nor3_1 3, o2111ai_1 3, o21ai_0 6, o21ai_1 6
o31ai_1 10, or3_1 5, or4_1 5, xor2_1 9
registers in the layout, indices dropped and copies added (netlist names):
name	flops
clk_cnt	27
ones_seconds	4
tens_seconds	3
how the worst min path moves through the flow:
stage	startpoint	to	slack (ns)	cells past startpoint
finish	clk_cnt[19]	clk_cnt[19]	0.49	2
global route	clk_cnt[23]	clk_cnt[23]	0.52	2
CTS	clk_cnt[26]	clk_cnt[26]	0.49	2
No activity file was given, so power comes from the tool's default toggle rates.
