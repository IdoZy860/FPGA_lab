<file path="design/flow/run.sh">
#!/bin/bash
# OpenROAD 26Q1-2900-gdf79404cd8, Yosys 0.63+post, stock flow scripts
make -C /OpenROAD-flow-scripts/flow DESIGN_CONFIG=/design/flow/config.mk WORK_HOME=/design/flow/orfs finish
</file>
<file path="design/flow/config.mk">
export PLATFORM = sky130hd
export DESIGN_NAME = Stash
export DESIGN_NICKNAME = Stash
export VERILOG_FILES = /design/flow/design.v
export SDC_FILE = /design/flow/constraint.sdc
export NUM_CORES = 4
export LEC_CHECK = 1
export CORE_UTILIZATION = 50
export SYNTH_HDL_FRONTEND = slang
</file>
<file path="design/flow/constraint.sdc">
current_design Stash

set clk_period 4.0
set clk_io_pct 0.2

create_clock -name clk0 -period $clk_period [get_ports {clk}]

set non_clock_inputs [all_inputs -no_clocks]
set_input_delay [expr $clk_period * $clk_io_pct] -clock clk0 $non_clock_inputs
set_output_delay [expr $clk_period * $clk_io_pct] -clock clk0 [all_outputs]
</file>
<file path="design/flow/design.v">
`timescale 1ns/10ps
module CSA(a, b, ci, sum, co);
    parameter N=4;
    parameter K = N >> 1;  
    input [N-1:0] a;
    input [N-1:0] b;
    input ci;
    output [N-1:0] sum;
    output co;
    generate
        if (N==1) begin: base   
            FA myFA(
                .a(a[0]), .b(b[0]), .ci(ci), .sum(sum[0]), .co(co));
           end
         else begin: rec_step
	       localparam N_HIGH = N - K;    
	       wire co_low;  
	       wire [N_HIGH-1:0] sum_high_0, sum_high_1;
	       wire co_high_0, co_high_1;
	       CSA #(.N(K)) low_half (
	           .a(a[K-1:0]),
	           .b(b[K-1:0]),
	           .ci(ci),
	           .sum(sum[K-1:0]),
	           .co(co_low)
	           );
	       CSA #(.N(N_HIGH)) high_half_zerocase (
	           .a(a[N-1:K]),
	           .b(b[N-1:K]),
	           .ci(1'b0),  
	           .sum(sum_high_0),
	           .co(co_high_0)
	           );
	       CSA #(.N(N_HIGH)) high_half_onecase (
	           .a(a[N-1:K]),
	           .b(b[N-1:K]),
	           .ci(1'b1),  
	           .sum(sum_high_1),
	           .co(co_high_1)
	           ); 
	        assign sum[N-1:K] = co_low ? sum_high_1 : sum_high_0;
	        assign co = co_low ? co_high_1 : co_high_0;
           end
           endgenerate
endmodule
`timescale 1ns/10ps
module FA(a, b, ci, sum, co);
  input   a, b, ci;
  output  sum, co;
  assign sum = a ^ b ^ ci;
  assign co = (a & b) | (a & ci) | (b & ci);
endmodule
`timescale 1ns/10ps
module Lim_Inc(a, ci, sum, co);
    parameter L = 7;  
    localparam N = $clog2(L);   
    input [N-1:0] a;
    input ci;
    output [N-1:0] sum;
    output co;
    wire [N-1:0] sum_temp;
    wire co_temp;
    wire [N-1:0] b_const = {N{1'b0}};
    CSA #(.N(N)) csa_inst (
        .a(a),
        .b(b_const),   
        .ci(ci),
        .sum(sum_temp),
        .co(co_temp)
    );
    wire result_ge_L;
    wire [N:0] full_result = {co_temp, sum_temp};
    assign result_ge_L = (full_result >= L);
    assign sum = result_ge_L ? {N{1'b0}} : sum_temp;
    assign co = result_ge_L;
endmodule
`timescale 1ns/10ps
module Stash(clk, reset, sample_in, sample_in_valid, next_sample, sample_out);
   parameter DEPTH = 5;
   input clk, reset, sample_in_valid, next_sample;
   input [7:0] sample_in;
   output [7:0] sample_out;
   localparam PTR_WIDTH = $clog2(DEPTH);
   localparam LIM_INC_L = DEPTH;
   reg [7:0] memory [0:DEPTH-1];   
   reg [PTR_WIDTH-1:0] write_ptr;   
   reg [PTR_WIDTH-1:0] read_ptr;    
   reg [PTR_WIDTH:0] valid_count;   
   wire [PTR_WIDTH-1:0] next_write_ptr;
   wire [PTR_WIDTH-1:0] next_read_ptr;
   wire write_ptr_co, read_ptr_co;
   Lim_Inc #(.L(LIM_INC_L)) write_ptr_inc (
       .a(write_ptr),
       .ci(sample_in_valid),
       .sum(next_write_ptr),
       .co(write_ptr_co)
   );
   Lim_Inc #(.L(LIM_INC_L)) read_ptr_inc (
       .a(read_ptr),
       .ci(next_sample && (valid_count > 0)),
       .sum(next_read_ptr),
       .co(read_ptr_co)
   );
   assign sample_out = (sample_in_valid) ? sample_in : 
                      (valid_count == 0) ? 8'b0 : memory[read_ptr];
   integer i;
   always @(posedge clk) begin
       if (reset) begin
           write_ptr <= 0;
           read_ptr <= 0;
           valid_count <= 0;
           for (i = 0; i < DEPTH; i = i + 1) begin
               memory[i] <= 8'b0;
           end
       end
       else begin
           if (sample_in_valid) begin
               memory[write_ptr] <= sample_in;
               if (valid_count < DEPTH) begin
                   valid_count <= valid_count + 1;
               end
               read_ptr <= write_ptr;
               write_ptr <= next_write_ptr;
           end
           else if (next_sample && (valid_count > 0)) begin
               read_ptr <= next_read_ptr;
           end
       end
   end
endmodule
</file>
==> Table 3: Implementation characteristics <==
Physical design parameters

Parameter                              Value

Drt
  Total number of vias .................. 2132
  Ant diodes .................. 0
  Highest metal layer used by the detailed router .................. met4
  WL met3 .................. 381 um
  DR DRC count .................. 0
  Routed wl met2 .................. 3060 um
  Drt first pass iters .................. 4
  Final wirelength .................. 6810 um
  Routed Antenna Nets .................. 0
  Routed metal-1 wirelength .................. 3260 um
  Per-cell routed wire length .................. 17.2 um
  1st-iter DRT viols .................. 98
  Vias per cell .................. 5.37

Yosys
  Total of warnings raised by yosys .................. 0
  Area share of the leading cell type in the synthesized netlist .................. 0.536
  Cells in synth_stat.txt .................. 271
  Largest area contributor in the netlist .................. sky130_fd_sc_hd__edfxtp_1
  Cell types occupying the most area after synthesis .................. sky130_fd_sc_hd__edfxtp_1 54%, sky130_fd_sc_hd__dfxtp_1 7.3%, sky130_fd_sc_hd__and2_1 7.2%
  Seq share, synth .................. 0.608
  Cell Type Count .................. 37
  Area of the mapped netlist .................. 3590 um^2
  Flops after synth .................. 77
  Cells after synthesis .................. 271
  Mean instance size in the synthesized netlist .................. 13.2 um^2
  Area figure in the yosys stat output .................. 3590 um^2

Clock tree
  Clock buffers created by TritonCTS .................. 9
  Clk sink count .................. 77
  H-tree depth .................. 3
  Resized Gates After CTS .................. 0
  Clock Tree Root .................. sky130_fd_sc_hd__clkbuf_8
  Clock latency at the later pin of the worst-skew pair .................. 0.34 ns
  Clk slew on worst S/H paths .................. 0.07 ns
  Post-CTS setup buffer count .................. 0
  Post-cts hold-fix buffer tally .................. 0
  Clock tree from TritonCTS .................. yes
  Bufs on Longest Clock Path .................. 2

Global routing
  Wire length of the first global-routing pass .................. 11100 um
  Antenna violations before repair .................. 0
  Total routing resource utilization after global routing .................. 0.214
  Pin count of the biggest net entering global routing .................. 24
  Number of global-route vias before repair .................. 2081
  Total congestion overflow .................. 0

Die
  Die width .................. 86.7 um
  Number of placement rows .................. 30
  Total core area .................. 6870 um^2
  Die Y .................. 86.7 um
  Floorplan Utilization .................. 0.522
  Top-level port count .................. 20
  Die ar. .................. 7520 um^2

Power
  P_leak .................. 1.45 nW
  Net switching fraction of the power .................. 0.199
  Flop pwr share .................. 0.527
  Internal cell power .................. 1.37 mW
  Combinational power share .................. 0.079
  Clock network fraction of total power .................. 0.394
  IR Drop Worst-Case VDD .................. 0.233 mV
  Switching pwr .................. 0.341 mW
  Areal power density over the cells .................. 416 nW/um^2

Timing
  Final hold slack .................. 0.502 ns
  Final total negative setup slack .................. 0 ns
  Worst slew margin relative to its limit .................. 0.444
  Post-Route Skew .................. 0.0105 ns
  Final count of pins violating max slew .................. 0
  Setup-failing EPs final .................. 0
  Peak clock frequency supported by timing .................. 300 MHz
  PnR worst setup slack .................. 0.666 ns
  Final Hold Fails .................. 0
  Min Clock Period, post-route .................. 3.33 ns
  Final period util .................. 0.833
  Least-Margin Pin Slew .................. 0.830 ns
  Unrepaired setup endpoints after global routing .................. no

Setup path
  Peak fanout along the critical path .................. 12
  Crit path launch type .................. flop
  Required @ worst endpoint .................. 3.20 ns
  Slowest cell delay on critical path .................. 0.69 ns
  Gate family responsible for the most delay along the worst path .................. buffers and inverters
  Setup crit end kind .................. primary output
  Crit Path Category .................. reg -> out
  Data arrival time of the critical path .................. 2.53 ns
  Slowest stage cell on the critical path .................. sky130_fd_sc_hd__dfxtp_1
  Cells traversed along the worst timing path .................. buf_4, nor2b_1, a2111oi_0, o41ai_1, clkdlybuf4s50_1
  FF-to-FF setup slack .................. 1.66 ns
  Critical path buffers and inverters .................. 2
  Number of cells traversed by the worst register-to-register path .................. 9
  Critical register-to-register path startpoint .................. valid_count[0]

Placed design
  Number of I/O port buffers .................. 19
  Placer congestion estimate .................. 0.824
  Placement Setup Slack .................. 0.701 ns
  Detail Placement HPWL .................. 4750 um
  Placed Instance Area .................. 3890 um^2
  Post-placement cell count .................. 381

Job
  Number of max-cap violations .................. 0
  Warning total across the stage logs .................. 29

Final layout
  Layout overhead on the synthesized area .................. 14.8%
  Final standard cell area without fillers .................. 4120 um^2
  Final instance count without filler cells .................. 397
  Share of cells above drive strength 1 .................. 0.143

Worst hold path
  Path category of the worst min-delay check .................. reg -> reg
  Worst-case hold path end point .................. write_ptr[0]
  Hold Path Origin .................. write_ptr[0]
  Number of cells on the worst hold path .................. 2

Outcome
  Result of the run .................. completed
-- layer usage --
metal,up-vias,GRT usage
met4,0,0.0348
met1,1026,0.372
met5,-,0
met2,49,0.301
li1,1046,-
met3,11,0.0667
-- flip-flops by register name (all words and copies together) (netlist names), named ones only --
name         count
read_ptr         3
memory          64
valid_count      4
write_ptr        3
-- layout make-up --
| type | count | area (um^2) |
|---|---|---|
| Sequential cell | 77 | 2180 |
| Tap cell | 96 | 120 |
| Inverter | 4 | 15.0 |
| Clock buffer | 11 | 131 |
| Clock inverter | 5 | 98.8 |
| Multi-Input combinational cell | 180 | 1340 |
| Fill cell | 544 | 2750 |
| Timing Repair Buffer | 24 | 228 |
-- cells in the final DEF (no fill, tap or decap), types with 8 or more instances in the layout --
master / count
sky130_fd_sc_hd__and2_1: 41
sky130_fd_sc_hd__clkbuf_8: 9
sky130_fd_sc_hd__clkdlybuf4s50_1: 19
sky130_fd_sc_hd__dfxtp_1: 13
sky130_fd_sc_hd__edfxtp_1: 64
sky130_fd_sc_hd__ha_1: 9
sky130_fd_sc_hd__mux2_2: 10
sky130_fd_sc_hd__mux4_2: 8
sky130_fd_sc_hd__nand2_1: 14
sky130_fd_sc_hd__nand2b_1: 11
sky130_fd_sc_hd__nor2_1: 20
sky130_fd_sc_hd__nor2b_1: 13
-- power groups by stage --
stage | Sequential (mW) | Clock, mW | Combinational, mW
4_1_cts | 0.903 | 0.683 | 0.136
5_1_grt | 0.906 | 0.721 | 0.149
6_report | 0.902 | 0.675 | 0.135
-- worst min-delay path, cell delays in order (launching register included) --
cell and delay, ns:
sky130_fd_sc_hd__dfxtp_1 0.33, sky130_fd_sc_hd__nand2b_1 0.07, sky130_fd_sc_hd__a21oi_1 0.05
-- worst max path at each step --
stage,slack (ns),to,cells after the start,from
6_report,0.67,sample_out[5],5,flop
5_1_grt,0.37,sample_out[5],5,flop
4_1_cts,0.53,sample_out[5],5,flop
-- Yosys cell counts --
library cell / n
sky130_fd_sc_hd__xnor2_1: 2
sky130_fd_sc_hd__edfxtp_1: 64
sky130_fd_sc_hd__o2111ai_1: 1
sky130_fd_sc_hd__ha_1: 9
sky130_fd_sc_hd__o41ai_1: 3
sky130_fd_sc_hd__o31ai_1: 6
sky130_fd_sc_hd__or2b_1: 1
sky130_fd_sc_hd__nand2_1: 14
sky130_fd_sc_hd__dfxtp_1: 13
sky130_fd_sc_hd__buf_2: 2
sky130_fd_sc_hd__buf_4: 2
sky130_fd_sc_hd__nor3b_1: 2
sky130_fd_sc_hd__or3b_4: 1
sky130_fd_sc_hd__nor2_1: 20
sky130_fd_sc_hd__a22oi_1: 1
sky130_fd_sc_hd__nor2b_1: 13
sky130_fd_sc_hd__o21a_1: 1
sky130_fd_sc_hd__o22ai_1: 6
sky130_fd_sc_hd__and3_1: 1
sky130_fd_sc_hd__nand3b_1: 1
sky130_fd_sc_hd__a31oi_1: 4
sky130_fd_sc_hd__o211ai_1: 3
sky130_fd_sc_hd__and2_1: 41
sky130_fd_sc_hd__a211oi_1: 3
sky130_fd_sc_hd__or2_2: 5
sky130_fd_sc_hd__or3b_1: 1
sky130_fd_sc_hd__and2_4: 1
sky130_fd_sc_hd__a2111oi_0: 3
sky130_fd_sc_hd__nand4bb_1: 1
sky130_fd_sc_hd__clkbuf_1: 6
sky130_fd_sc_hd__inv_1: 4
sky130_fd_sc_hd__mux2_2: 10
sky130_fd_sc_hd__nand2b_1: 11
sky130_fd_sc_hd__xor2_1: 1
sky130_fd_sc_hd__mux2i_1: 2
sky130_fd_sc_hd__a21oi_1: 4
sky130_fd_sc_hd__mux4_2: 8
-- logic make-up after synthesis --
group	count (synthesis)	synth area share
compound gates	35	0.0694
xor+xnor	3	0.00733
fa+ha+maj	9	0.0314
buf+inv	14	0.0174
flops	77	0.608
mux	20	0.0872
simple gates	113	0.179
-- through the flow --
stage | utilization | power (mW)
floorplan | - | 0.998
global placement | 0.566 | 1.06
detailed placement | 0.566 | 1.06
CTS | 0.599 | 1.72
global route | 0.599 | 1.78
finish | 0.599 | 1.71
No activity file was given, so power comes from the tool's default toggle rates.
